==> design/flow/design.v <==
module ThirdStage(
	input logic clk,
	input logic rst,
  input logic [ 16-1:0 ] inRdDataA,
  input logic [ 16-1:0 ] inRdDataB,
	input logic [ 16-1:0 ] inAluOut,
	input logic [ 2-1:0 ] inBrCode,
	input logic [ 16-1:0 ] dataFromRegister,
	input logic inIsLoadInsn,		 
	input logic inIsStoreInsn,		 
	input logic inRgWrEnable,
	input logic[ 16-1 : 0 ] inConstant,
	input logic [ 5-1:0 ] inWrRg,	 
	input logic inPcWrEnable,
  output logic [ 16-1:0 ] outRdDataA,
  output logic [ 16-1:0 ] outRdDataB,
	output logic [ 16-1:0 ] wrData,	 
	output logic [ 16-1:0 ] outAluOut,
	output logic [ 2-1:0 ] outBrCode,
	output logic outIsLoadInsn,		 
	output logic outIsStoreInsn,		 
	output logic outRgWrEnable,
	output logic[ 16-1 : 0 ] outConstant,
	output logic [ 5-1:0 ] outWrRg,
	output logic outPcWrEnable,
	input logic [ 16-1:0 ] inWrData,
	output logic [ 16-1:0 ] outWrData
);
	always_ff @( posedge clk or negedge rst ) begin
		if( !rst ) begin
      outRdDataA <= 1'b0;
      outRdDataB <= 1'b0;
			outAluOut <= 1'b0;
			wrData <= 1'b0;
			outIsLoadInsn <= 1'b0;
			outIsStoreInsn <= 1'b0;
			outRgWrEnable <= 1'b0;
			outWrRg <= 1'b0;
			outBrCode <= 1'b0;
			outConstant <= 1'b0;
			outPcWrEnable <= 1'b0;
			outWrData <= 1'b0;
		end
		else begin
      outRdDataA <= inRdDataA;
      outRdDataB <= inRdDataB;
			outAluOut <= inAluOut;
			wrData <= dataFromRegister;
			outIsLoadInsn <= inIsLoadInsn;
			outIsStoreInsn <= inIsStoreInsn;
			outRgWrEnable <= inRgWrEnable;
			outWrRg <= inWrRg;
			outBrCode <= inBrCode;
			outConstant <= inConstant;
			outPcWrEnable <= inPcWrEnable;
			outWrData <= inWrData;
		end
	end
endmodule
==> design/flow/run.sh <==
#!/bin/bash
# OpenROAD 26Q1-2900-gdf79404cd8, Yosys 0.63+post, stock flow scripts
make -C /OpenROAD-flow-scripts/flow DESIGN_CONFIG=/design/flow/config.mk WORK_HOME=/design/flow/orfs finish
==> design/flow/config.mk <==
export PLATFORM = sky130hd
export DESIGN_NAME = ThirdStage
export DESIGN_NICKNAME = ThirdStage
export VERILOG_FILES = /design/flow/design.v
export SDC_FILE = /design/flow/constraint.sdc
export NUM_CORES = 4
export LEC_CHECK = 1
export CORE_UTILIZATION = 40
==> design/flow/constraint.sdc <==
current_design ThirdStage

set clk_period 1.0
set clk_io_pct 0.2

create_clock -name clk0 -period $clk_period [get_ports {clk}]

set non_clock_inputs [all_inputs -no_clocks]
set_input_delay [expr $clk_period * $clk_io_pct] -clock clk0 $non_clock_inputs
set_output_delay [expr $clk_period * $clk_io_pct] -clock clk0 [all_outputs]
==> reports/metrics.csv <==
stage;metric;value;unit
worst_setup_path;CP Data Arrival Time;900;ps
timing;PnR worst setup slack;-99.17;ps
worst_setup_path;delay-heaviest family, CP;flip-flops;
place;gpl congestion;0.7958;
timing;minimum clock period;1099;ps
clock_tree;CTS Buf Count;9;
pwr;cell-internal power;6.304;mW
synth;Area leader share;1.000;
timing;Fin Hold WS;-176.3;ps
pwr;clock share of power;0.326;
floorplan;IO Count;216;
route;drc violations;0;
floorplan;# rows;29;
timing;Final setup violation count;107;
clock_tree;Clock Sink Count;107;
place;DP HPWL;6211;um
route;Vias/cell;4.294;
worst_setup_path;worst setup path class;reg -> out;
timing;max-slew violations;0;
job;max-cap violations;0;
worst_setup_path;crit-path max FO;1;
synth;Mapped Area;2678;um2
route;DRT iter0 DRCs;82;
synth;Yosys chip area;2678;um2
pwr;P_sw;1.577;mW
pwr;total power;7.882;mW
floorplan;full die area;7025;um2
synth;Synth area leaders;dfrtp_1 (100%);
worst_setup_path;peak per-stage delay on the critical path;410;ps
timing;Slew HR;0.8415;
timing;Slew @ Worst Pin;237.7;ps
synth;syn_area_per_cell;25.02;um2
synth;Mapped Cells;107;
place;port bufs;215;
run_status;failing checks;hold timing, setup timing;
pwr;Seq pwr share;0.582;
synth;Registers, synthesis;107;
final_layout;Area growth syn-to-layout;73.69;%
final_layout;Gate Area;0;um2
floorplan;Die W;83.82;um
worst_setup_path;CP endpoint kind;primary output;
floorplan;Core Region;6422;um2
route;DRT Pass-1 Iters;21;
floorplan;Die Height;83.82;um
route;WL/cell;18.56;um
pwr;Leakage Power;2.223;nW
route;Total Routed Length;7759;um
timing;Final Hold Fails;107;
pwr;maximum VDD drop;1059;uV
job;tool warning count;33;
timing;maximum clock rate;909.8;MHz
synth;Yosys top cell by area;dfrtp_1;
route;Detail Route Antenna Nets;0;
final_layout;most instantiated logic cells after routing;clkdlybuf4s50_1 (107), dfrtp_1 (107), buf_2 (107);
worst_setup_path;instance count on the critical path;1;
final_layout;layout cells sized above 1;0.3695;
worst_setup_path;crit path DRT;800;ps
hold_path;Min-Delay Path Class;in -> async;
run_status;run status;complete, but fails checks;
worst_setup_path;nature of the critical path startpoint;flop;
floorplan;Core Density at Floorplan;0.4169;
synth;Netlist cell types;1;
global_route;pin count of the biggest net entering global routing;46;
clock_tree;clk buf depth;2;
clock_tree;Root Driver;clkbuf_8;
worst_setup_path;critical path, cell by cell;buf_2;
route;Ant. Diodes;0;
pwr;Power per Cell Area;1695;nW/um2
route;routed vias;1795;
final_layout;Comb gates;0;
pwr;Sw Share;0.2001;
global_route;total congestion overflow;0;
pwr;Comb pwr share;0.092;
global_route;initial antenna violation count;0;
global_route;first-pass GRT wire length;11850;um
global_route;number of global-route vias before repair;1960;
timing;Final period util;1.099;
timing;TNS Setup;-2741;ps
clock_tree;H-tree Lvls;3;
synth;Synth Warn #;1;
clock_tree;clock slew at reported path FFs;90;ps
final_layout;Fill cells;437;
timing;RSZ-0062 raised after global routing;true;
synth;yosys cell count;107;
synth;Seq share, synth;1.000;
clock_tree;CTS tree;yes;
global_route;gr usage total;0.2522;
worst_setup_path;Buf+Inv Stages, Crit Path;1;
worst_setup_path;Worst path slowest cell;dfrtp_1;
==> cells in the mapped netlist <==
library cell	n
dfrtp_1	107
==> worst paths after layout <==
| path | from | endpoint | slack, ps |
|---|---|---|---|
| worst max-delay path | outWrData[14] | outWrData[14] | -100 |
| min in group clk0 | inAluOut[12] | outAluOut[12] | 280 |
| worst min-delay path | rst | outConstant[5] | -180 |
| max in group asynchronous | rst | wrData[0] | 940 |
==> cell type report <==
class	count	area (um2)	area share
timing repair buffer	218	1674	0.3600
clock inverter	5	61.31	0.01318
sequential	107	2678	0.5757
clock buffer	11	141.4	0.03040
tap	77	96.34	0.02072
==> per-stage QoR <==
step                      hold WS [ps]  setup slack [ps]  utilization  instance area (um2)  instances
after global routing            -199.2            -153.5       0.7241                 4651        418
after floorplan                 -95.59             487.9            -                 2678        107
after global placement           198.7            -5.360       0.7760                 4984        402
final                           -176.3            -99.17       0.7241                 4651        418
after detailed placement         201.6            -84.50       0.7760                 4984        402
after CTS                       -193.0            -130.7       0.7241                 4651        418
==> power by group through the flow <==
| stage | Combinational [mW] | Sequential, mW | Clock [mW] |
|---|---|---|---|
| CTS | 0.741 | 4.59 | 2.68 |
| global route | 0.782 | 4.61 | 2.86 |
| finish | 0.724 | 4.59 | 2.57 |
==> routing by layer <==
layer | up-vias | part of all wire | track usage
li1 | 783 | - | -
met1 | 875 | 0.31 | 0.3457
met2 | 122 | 0.52 | 0.3987
met3 | 15 | 0.14 | 0.1165
met4 | 0 | 0.027 | 0.05016
met5 | - | 0 | 0
==> sequential cells by signal (all words and copies together) (netlist names) <==
name and count:
outIsStoreInsn 1, outIsLoadInsn 1, outConstant 16, outRgWrEnable 1
outWrRg 5, wrData 16, outAluOut 16, outRdDataB 16
outWrData 16, outPcWrEnable 1, outBrCode 2, outRdDataA 16
==> kinds of logic (layout without fill, tap and decap cells) <==
logic type | count (synthesis) | count (layout) | synth area share
buf+inv | 0 | 234 | 0
flops | 107 | 107 | 1.000
==> timing repair <==
action                                  4_1_cts  5_1_grt
gates cloned                                  0        0
setup buffers                                 0        0
resized                                     337        0
endpoints found under the hold margin       107      107
endpoints found under the setup margin      107      107
Power and IR drop assume default switching activity.
